--- design/flow/config.mk ---
export PLATFORM = sky130hd
export DESIGN_NAME = Decode_register
export DESIGN_NICKNAME = Decode_register
export VERILOG_FILES = /design/flow/design.v
export SDC_FILE = /design/flow/constraint.sdc
export NUM_CORES = 4
export LEC_CHECK = 1
export CORE_AREA = 10 10 222 222
export DIE_AREA = 0 0 232 232
--- design/flow/constraint.sdc ---
current_design Decode_register

set clk_period 1.0
set clk_io_pct 0.2

create_clock -name clk0 -period $clk_period [get_ports {clk}]

set non_clock_inputs [all_inputs -no_clocks]
set_input_delay [expr $clk_period * $clk_io_pct] -clock clk0 $non_clock_inputs
set_output_delay [expr $clk_period * $clk_io_pct] -clock clk0 [all_outputs]
--- design/flow/design.v ---
`timescale 1ns / 1ps
module Decode_register(
input clk,
input CLR_E,
input RegWriteD,MemWriteD,jumpD,branchD,ALUSrcD,
input [1:0] ResultSrcD,
input [2:0] ALUControlD,
input [31:0] RD1,RD2,PCD,ImmExtD,PCPlus4D,
output reg RegWriteE,MemWriteE,jumpE,branchE,ALUSrcE,
output reg [1:0] ResultSrcE,
output reg [2:0] ALUControlE,
output reg [31:0] RD1_E,RD2_E,PCE,ImmExtE,PCPlus4E
    );
    always @(posedge clk)
    begin
        if(CLR_E)
        begin
            RegWriteE <= 1'b0;
            MemWriteE <= 1'b0;
            jumpE <= 1'b0;
            branchE <= 1'b0;
            ALUSrcE <= 1'b0;
            ResultSrcE <= 2'b0;
            ALUControlE <= 3'b0;
            RD1_E <= 32'b0;
            RD2_E <= 32'b0;
            PCE <= 32'b0;
            ImmExtE <= 32'b0;
            PCPlus4E <= 32'b0;
        end
        else begin
            RegWriteE <= RegWriteD;
            MemWriteE <= MemWriteD;
            jumpE <= jumpD;
            branchE <= branchD;
            ALUSrcE <= ALUSrcD;
            ResultSrcE <= ResultSrcD;
            ALUControlE <= ALUControlD;
            RD1_E <= RD1;
            RD2_E <= RD2;
            PCE <= PCD;
            ImmExtE <= ImmExtD;
            PCPlus4E <= PCPlus4D;
        end
    end
endmodule
--- design/flow/run.sh ---
#!/bin/bash
# OpenROAD 26Q1-2900-gdf79404cd8, Yosys 0.63+post, stock flow scripts
make -C /OpenROAD-flow-scripts/flow DESIGN_CONFIG=/design/flow/config.mk WORK_HOME=/design/flow/orfs finish
==> results.cfg <==
; synthesis and place-and-route metrics
[floorplanning]
die_area_um2 = 53800
placementRows = 77
initCoreUtil_pct = 11.2
io_pins = 342
die_w_um = 232
die_h_um = 232
core-area_um2 = 44300

[run]
max_cap_viol_count = 0
warning_count = 27

[worst_setup_path]
cp.buffers_inverters = 1
critPathMaxStageDelay_ns = 0.37
crit_fanout = 1
worstPathCellList = buf_6
critPathKind = register to output port
cpMaxStageDelayCell = dfxtp_4
cp_top_family = flip-flops
critPathRequiredTime_ns = 0.80
worstPathArrival_ns = 0.96
critPathLaunchType = register
crit_path_end_kind = output port

[yosys]
ys_cells = 359
synth.avg_cell_area_um2 = 13.8
top_cell_area_share_pct = 68.8
syn_inst = 359
top_area_cell = dfxtp_1
ys_warn_count = 1
synth.cell_area_um2 = 4950
yosysSeqAreaShare_pct = 68.8
synth.area.top_cells = dfxtp_1 (69%), nor2b_2 (16%), nor2b_1 (8.9%), nor2b_4 (2.8%), buf_6 (2.5%)
synth_flops = 170
yosysUniqueCellTypes = 7
ys_chip_area_um2 = 4950

[drt]
vias = 3716
diodes = 0
wire_per_inst_um = 13.8
drt_iter0_drc = 89
viasPerCell = 2.80
wirelength_mm = 18.4
drc = 0
dr.pass1.iters = 4
ant_nets = 0

[pwr]
powerDensity_nw_per_um2 = 1690
power.leakage_nw = 3.87
ir_worst_vdd_v = 0.00121

[global_routing]
grt_first_pass_wirelength_mm = 26.2
grt-ovfl-total = 0
grt_max_degree = 28
antenna_found_initial = 2
grt_pass1_vias = 3943
grt_use_total_pct = 6.59

[timing]
hold_viol = 0
rsz0062_at_grt = true
fin_crit_sh_pct = 116
fmax_mhz = 863
timing.final.ws_setup_ns = -0.158
setup-tns-final_ns = -13.31
slew_headroom_pct = 84.1
fin_crit_ns = 1.16
drv_slew = 0
hold_ws_ns = 0.107
setup_violations = 170
worst_pin_slew_ns = 0.239

[finish]
fin_area_um2 = 9070
drive_above_1_share_pct = 48.5
area_delta_synth_final_pct = 83.5
fin_cells = 1328
nFillCells = 4827

[placed_design]
placed_area_um2 = 9240
placed_cells = 1295
place.gp.congestion = 0.799
placement.io_buffers = 341
dpl.hpwl_mm = 14.9

[clocking]
cts_num_sinks = 170
clkSlewWorstSetupHoldPaths_ns = 0.07
numCtsBuffers = 17
cts_tree = yes
cts_buffer_depth = 2
cts_root_buf = clkbuf_16
cts-htree-levels = 4

[status]
violations = negative setup slack
status = complete, but fails checks

[worst_hold_path]
hold_path.class = input pin to register
## per-stage QoR
| step | total power, mW | worst slack, ns | util (%) |
|---|---|---|---|
| floorplan | 7.75 | 0.228 | - |
| global placement | 9.38 | -0.304 | 20.8 |
| detailed placement | 9.38 | -0.287 | 20.8 |
| CTS | 15.8 | -0.262 | 20.4 |
| global route | 16.1 | -0.256 | 20.5 |
| finish | 15.3 | -0.158 | 20.5 |
## cells by family (layout without fill, tap and decap cells)
family	after synthesis	count (layout)	share of synthesized area [%]
buffers and inverters	19	396	3.62
flip-flops	170	170	68.8
AND/OR/NAND/NOR	170	170	27.6
## synth_stat cells
library cell	count
buf_6	11
buf_12	1
nor2b_4	10
dfxtp_1	170
buf_2	7
nor2b_2	90
nor2b_1	70
## final cells by class
class	count	area, µm²	area share, %
flip-flops and latches	170	3450	38.1
repair buffers	364	2940	32.4
multi-input cells	170	1360	15.0
clock inverters	12	116	1.28
well taps	592	741	8.16
clock buffers	20	457	5.03
## flip-flops by register name, indices dropped and copies added (netlist names), 2 cells and up
name         cells
ResultSrcE       2
RD2_E           32
ALUControlE      3
ImmExtE         32
PCE             32
PCPlus4E        32
RD1_E           32
## cells in the final DEF, fill, tap and decap left out, types with 8 or more instances in the layout
master           Yosys  routed
buf_2                7     162
buf_4                0      10
clkdlybuf4s50_1      0     170
dfxtp_2              0      29
buf_12               1      12
dfxtp_1            170     137
nor2b_1             70      70
nor2b_4             10      10
nor2b_2             90      90
buf_6               11       8
clkbuf_16            0      17
## path summary, 6_finish.rpt
path,endpoint,start,depth (start not counted),slack (ns)
setup / recovery,ImmExtE[0],ImmExtE[0]$_SDFF_PP0_,1,-0.16
hold / removal,PCPlus4E[14]$_SDFF_PP0_,CLR_E,3,0.11
## where the power goes
part           internal, mW  total, mW  switching (mW)
Clock                  3.57       6.47            2.90
Sequential             7.14       7.24          0.0934
Combinational          1.18       1.62           0.442
## repair_timing
action	in CTS	in global routing
buffers inserted	0	0
gates resized	587	10
setup endpoints to repair	170	170
hold buffers	1	0
hold endpoints to repair	4	0
## metal layers
layer | GRT usage [%] | wire [µm]
met1 | 7.17 | 6780
met2 | 10.4 | 8270
met3 | 4.62 | 2830
met4 | 1.35 | 457
met5 | 0 | 40
Power figures rest on the tool's default switching activity, not on a simulated workload.
