==> ./design.v <==
`timescale 1ns / 1ps
module ALU(
    input [31:0] SrcAE, SrcBE,
    input [2:0] ALUControlE,
    output [31:0] ALUResult,
    output zero
    );
    wire [31:0] A_and_B, A_or_B, not_B,mux_1,sum;
    assign A_and_B = SrcAE & SrcBE;
    assign A_or_B = SrcAE | SrcBE;
    assign not_B = ~SrcBE;
    assign mux_1 = ( ALUControlE[0] ? not_B : SrcBE );
    assign sum = mux_1 + SrcAE + ALUControlE[0];
    assign ALUResult = ( ALUControlE[1:0]==2'b00) ? sum:
                        (ALUControlE[1:0]==2'b01) ? sum:
                        (ALUControlE[1:0]==2'b10) ? A_and_B:
                                                   A_or_B;
    assign zero = &(~ALUResult);                                           
endmodule
`timescale 1ns / 1ps
module PCTarget(
input [31:0] PC,
input [31:0] ImmExt,
output [31:0] PCTarget  
    );
    assign PCTarget = PC + ImmExt;
endmodule
`timescale 1ns / 1ps
module execute(
input clk,reset,
input [1:0] ForwardAE,ForwardBE,
input RegWriteE,MemWriteE,jumpE,branchE,ALUSrcE,
input [1:0] ResultSrcE,
input [2:0] ALUControlE,
input [31:0] RD1_E,RD2_E,PCE,ImmExtE,PCPlus4E,
input [31:0] ResultW,
output PcSrcE,
output RegWriteM,MemWriteM,
output [1:0] ResultSrcM,
output [31:0] ALUResultM,WriteDataM,PCPlus4M,PCTargetE
    );
    wire zeroE;
    assign PcSrcE = (zeroE & branchE) | jumpE ;
    wire [31:0] SrcAE,WriteDataE,SrcBE,ALUResultE; 
    execute_mux_1 e1(
        .ForwardAE(ForwardAE),
        .RD1E(RD1_E),.ResultW(ResultW),.ALUResultM(ALUResultM),
        .SrcAE(SrcAE)
        );
    execute_mux_2 e2(
        .ForwardBE(ForwardBE),
        .RD2E(RD2_E),.ResultW(ResultW),.ALUResultM(ALUResultM),
        .WriteDataE(WriteDataE)
            );      
        execute_mux e3(
              .WriteData(WriteDataE),
              .ImmExt(ImmExtE),
              .ALUSrc(ALUSrcE),
              .SrcB(SrcBE)
                  );
        PCTarget e4(
              .PC(PCE),
              .ImmExt(ImmExtE),
              .PCTarget(PCTargetE)  
                  );
        ALU e5(
              .SrcAE(SrcAE), .SrcBE(SrcBE),
              .ALUControlE(ALUControlE),
              .ALUResult(ALUResultE),
              .zero(zeroE)
               ); 
        execute_register e6(
               .clk(clk),
               .RegWriteE(RegWriteE),.MemWriteE(MemWriteE),
               .ResultSrcE(ResultSrcE),
               .ALUResultE(ALUResultE),.WriteDataE(WriteDataE),.PCPlus4E(PCPlus4E),
               .RegWriteM(RegWriteM),.MemWriteM(MemWriteM),
               .ResultSrcM(ResultSrcM),
               .ALUResultM(ALUResultM),.WriteDataM(WriteDataM),.PCPlus4M(PCPlus4M)
                   );
endmodule
`timescale 1ns / 1ps
module execute_mux(
input [31:0] WriteData,
input [31:0] ImmExt,
input ALUSrc,
output [31:0] SrcB
    );
    assign SrcB = (ALUSrc) ? ImmExt : WriteData;
endmodule
`timescale 1ns / 1ps
module execute_mux_1(
input [1:0] ForwardAE,
input [31:0] RD1E,ResultW,ALUResultM,
output [31:0] SrcAE
    );
    assign SrcAE = (ForwardAE == 2'b00) ? RD1E :
                   (ForwardAE == 2'b01) ? ResultW :
                   (ForwardAE == 2'b10) ? ALUResultM : RD1E;
endmodule
`timescale 1ns / 1ps
module execute_mux_2(
input [1:0] ForwardBE,
input [31:0] RD2E,ResultW,ALUResultM,
output [31:0] WriteDataE
    );
    assign WriteDataE = (ForwardBE == 2'b00) ? RD2E :
                        (ForwardBE == 2'b01) ? ResultW :
                        (ForwardBE == 2'b10) ? ALUResultM : RD2E;
endmodule
`timescale 1ns / 1ps
module execute_register(
input clk,
input RegWriteE,MemWriteE,
input [1:0] ResultSrcE,
input [31:0] ALUResultE,WriteDataE,PCPlus4E,
output reg RegWriteM,MemWriteM,
output reg [1:0] ResultSrcM,
output reg [31:0] ALUResultM,WriteDataM,PCPlus4M
    );
    always @ (posedge clk)
    begin
        RegWriteM <= RegWriteE;
        MemWriteM <= MemWriteE;
        ResultSrcM <= ResultSrcE;
        ALUResultM <= ALUResultE;
        WriteDataM <= WriteDataE;
        PCPlus4M <= PCPlus4E;
    end
endmodule
==> ./run.sh <==
#!/bin/bash
# OpenROAD 26Q1-2900-gdf79404cd8, Yosys 0.63+post, stock flow scripts
make -C /OpenROAD-flow-scripts/flow DESIGN_CONFIG=/design/flow/config.mk WORK_HOME=/design/flow/orfs finish
==> ./config.mk <==
export PLATFORM = sky130hd
export DESIGN_NAME = execute
export DESIGN_NICKNAME = execute
export VERILOG_FILES = /design/flow/design.v
export SDC_FILE = /design/flow/constraint.sdc
export NUM_CORES = 4
export LEC_CHECK = 1
export CORE_UTILIZATION = 40
==> ./constraint.sdc <==
current_design execute

set clk_period 31.7
set clk_io_pct 0.2

create_clock -name clk0 -period $clk_period [get_ports {clk}]

set non_clock_inputs [all_inputs -no_clocks]
set_input_delay [expr $clk_period * $clk_io_pct] -clock clk0 $non_clock_inputs
set_output_delay [expr $clk_period * $clk_io_pct] -clock clk0 [all_outputs]
==> results.ini <==
[logic_synthesis]
ys.flop_type=sky130_fd_sc_hd__dfxtp_1
ys_ff=100
synthDistinctLibCells=75
syn_avg_cell_area_um2=8.00
synth-cells-yosys=1118
syn_area_um2=8950
synth_sequential_area_ratio=0.224
syn_inst=1118
enable_flop_cells=0
asr_flop_ratio_synth=0
synth.yosys.chip_area_um2=8950
yosysWarningCount=1

[routing]
dr.first_iter.drc_count=404
drc_errors=0
drtAntennaViolNets=0
wl_per_cell_um=20.8
route.final.wire_length_um=35500
drt-pass1-iter-count=5
vias=9398
avgViaCountPerCell=5.50

[setup_path]
crit_path_end_kind=output port
cp_data_arrival_time_ns=12.58
critPathKind=input port to output port
cp_max_fo=49
worst-endpoint-required_ns=25.36
setup_crit_start_kind=input port

[cells_and_area]
top_layout_cell=sky130_fd_sc_hd__clkdlybuf4s50_1
post_route_cells_drive_above_1_share=0.0570
top_layout_cells=331 x sky130_fd_sc_hd__clkdlybuf4s50_1, 100 x sky130_fd_sc_hd__dfxtp_1, 94 x sky130_fd_sc_hd__nand2_1
areaGrowthSynthToFinish_pct=43.2
fin_area_um2=12800
finish.cell_count_without_fillers=1708

[sta]
hold_viol_final=0
worst_pin_slew_ns=0.834
finalCriticalPeriod_ns=18.92
fin_setup_tns_ns=0
clock.fmax_mhz=52.9
number_of_setup_violations_in_the_final_report=0
grt_setup_unrepaired=false
finalClockSkew_ns=0.0116
timing.final.max_slew_violations=0
slew_limit_headroom=0.437
timing.final.crit_share=0.597

[clocking]
cts_inserted_buffers=9
max-clock-path-buffers=2
post_cts_resize_count=0
clock_sink_count=100
clock_tree.root_cell=sky130_fd_sc_hd__clkbuf_16
tritoncts=built
worst_setup_hold_path_clk_slew_ns=0.08
clk-insertion-delay-late_ns=0.37
cts_htree_levels=3
cts_hold_repair.buffers=0
cts_setup_buffers=0

[power_and_ir_drop]
netSwitchingPower_uw=238
peak_supply_drop_v=0.0000316
powerDensity_nw_per_um2=48.1
leakage_nw=5.28
clock_power_share=0.193
p_sw_frac=0.387
power_frac_comb=0.531
p_seq_frac=0.276
p_int_uw=378

[die]
core_area_um2=21900
std_cell_rows=54
chipHeight_um=152
dieWidth_um=152
initial_core_util=0.409
floorplan.io_pins=341
die_area_um2=23000

[placed_design]
dpl.cell_count=1685
dpl-instance-area_um2=12500
detailed_place_hpwl_um=28900
gp_congestion=0.949
portBuffers=338

[job]
warning_total_across_the_stage_logs=31
timing.max_cap.violations=0

[global_route]
globalRouteOverflowTotal=0
pin_count_of_the_biggest_net_entering_global_routing=64
antenna_violations_before_repair=7
grt.total_usage=0.311
first_global_vias=8615
wire_length_of_the_first_global_routing_pass_um=51100

[run_status]
run_status=finished, final reports clean

[hold_path]
timing.hold.worst.class=register to register

==> path summary, 6_finish.rpt <==
check	start	to	slack (ns)	cells past startpoint
worst max-delay path	ForwardBE[0]	PcSrcE	12.78	18
worst min-delay path	e6.ALUResultM[31]	e6.WriteDataM[31]	0.61	2
worst max register to register	e6.ALUResultM[1]	e6.ALUResultM[24]	27.48	13
worst min register to register	e6.ALUResultM[31]	e6.WriteDataM[31]	0.61	2
==> cells in the mapped netlist (5+ instances only) <==
master                     count  area, um^2
sky130_fd_sc_hd__mux2i_1      79         791
sky130_fd_sc_hd__nand2b_1     13        81.3
sky130_fd_sc_hd__o21ai_0      77         385
sky130_fd_sc_hd__xnor2_1      57         499
sky130_fd_sc_hd__a31oi_1       5        31.3
sky130_fd_sc_hd__a21o_1       19         143
sky130_fd_sc_hd__buf_1        11        41.3
sky130_fd_sc_hd__nand2_1      94         353
sky130_fd_sc_hd__ha_1         64         801
sky130_fd_sc_hd__o21a_1       19         143
sky130_fd_sc_hd__o311ai_0      5        43.8
sky130_fd_sc_hd__o211ai_1      6        45.0
sky130_fd_sc_hd__and3_1        6        37.5
sky130_fd_sc_hd__nor2b_1      42         263
sky130_fd_sc_hd__a21oi_1      81         405
sky130_fd_sc_hd__inv_1        57         214
sky130_fd_sc_hd__nor3_1       22         110
sky130_fd_sc_hd__dfxtp_1     100        2000
sky130_fd_sc_hd__and2_1        9        56.3
sky130_fd_sc_hd__nor2_1       63         236
sky130_fd_sc_hd__clkbuf_1     47         176
sky130_fd_sc_hd__xor2_1       10        87.6
sky130_fd_sc_hd__o31ai_1      10        75.1
sky130_fd_sc_hd__a211oi_1     37         278
sky130_fd_sc_hd__o21bai_1      5        37.5
sky130_fd_sc_hd__or3_1         5        31.3
sky130_fd_sc_hd__nand4_1       8        50.1
sky130_fd_sc_hd__maj3_1       26         260
sky130_fd_sc_hd__mux2_2       30         338
sky130_fd_sc_hd__nand3_1      14        70.1
sky130_fd_sc_hd__a211o_1       5        43.8
sky130_fd_sc_hd__nor3b_1       6        45.0
sky130_fd_sc_hd__o21ai_1       8        40.0
==> worst max-delay path, cell delays in order <==
cell                              delay, ns
sky130_fd_sc_hd__buf_4                 0.28
sky130_fd_sc_hd__buf_4                 0.60
sky130_fd_sc_hd__mux2_4                0.37
sky130_fd_sc_hd__a222oi_1              0.58
sky130_fd_sc_hd__o21a_1                0.26
sky130_fd_sc_hd__fa_1                  0.19
sky130_fd_sc_hd__nor2b_1               0.09
sky130_fd_sc_hd__o31ai_1               0.50
sky130_fd_sc_hd__a211oi_1              0.31
sky130_fd_sc_hd__o211ai_1              0.34
sky130_fd_sc_hd__a21oi_1               0.11
sky130_fd_sc_hd__a2111oi_0             0.39
sky130_fd_sc_hd__o41ai_1               0.22
sky130_fd_sc_hd__nor4_1                0.50
sky130_fd_sc_hd__nand4b_1              0.20
sky130_fd_sc_hd__or4_1                 0.53
sky130_fd_sc_hd__o41ai_2               0.21
sky130_fd_sc_hd__clkdlybuf4s50_1       0.53
==> routing by layer <==
| layer | global-route usage | wire, um | up-vias |
|---|---|---|---|
| met1 | 0.357 | 13500 | 4294 |
| met5 | 0 | 13 | - |
| li1 | - | - | 4667 |
| met3 | 0.0623 | 2720 | 65 |
| met4 | 0.143 | 1660 | 2 |
| met2 | 0.554 | 17600 | 370 |
==> power groups by stage <==
stage	clock [mW]	sequential [mW]	combinational (mW)
after CTS	0.123	0.171	0.328
after global routing	0.127	0.173	0.359
final	0.119	0.170	0.327
==> layout make-up <==
class                   instances  area [um^2]
diodes                          7         17.5
clock buffers                   9          225
inverters                      57          214
fillers                      2036         9070
repair buffers                347         3420
clock inverters                 7         88.8
multi-input cells             901         6500
flip-flops and latches        100         2000
well taps                     280          350
==> kinds of logic after synthesis <==
kind of cell / Yosys count / share of synthesized area
compound gates: 327 / 0.239
buf+inv: 117 / 0.0501
fa+ha+maj: 92 / 0.123
mux: 113 / 0.132
flops: 100 / 0.224
xor+xnor: 67 / 0.0656
simple gates: 302 / 0.167
==> state kept, by name, summed over array words and instances (netlist names) <==
| register | flops |
|---|---|
| e6.PCPlus4M | 32 |
| e6.WriteDataM | 32 |
| e6.RegWriteM | 1 |
| e6.MemWriteM | 1 |
| e6.ALUResultM | 32 |
| e6.ResultSrcM | 2 |
==> stage by stage <==
step                      worst slack [ns]  utilization  total power [mW]  hold WS [ns]
after floorplan                      14.28            -             0.344         0.493
after global placement               12.89        0.570             0.497         0.587
after detailed placement             12.86        0.570             0.498         0.586
after CTS                            12.82        0.585             0.621         0.601
after global routing                 12.44        0.585             0.659         0.639
final                                12.78        0.586             0.617         0.609
Power is estimated from default activity; no workload was simulated.
